==> flow/design.v <==
module d_flip_flop(output reg [31:0]q, input clk,input [31:0] D);
	always @(posedge clk)
			q <= D;
endmodule
==> flow/run.sh <==
#!/bin/bash
# OpenROAD 26Q1-2900-gdf79404cd8, Yosys 0.63+post, stock flow scripts
make -C /OpenROAD-flow-scripts/flow DESIGN_CONFIG=/design/flow/config.mk WORK_HOME=/design/flow/orfs finish
==> flow/config.mk <==
export PLATFORM = sky130hd
export DESIGN_NAME = d_flip_flop
export DESIGN_NICKNAME = d_flip_flop
export VERILOG_FILES = /design/flow/design.v
export SDC_FILE = /design/flow/constraint.sdc
export NUM_CORES = 4
export LEC_CHECK = 1
export CORE_AREA = 10 10 72 72
export DIE_AREA = 0 0 82 82
export SYNTH_HDL_FRONTEND = slang
==> flow/constraint.sdc <==
current_design d_flip_flop

set clk_period 1.0
set clk_io_pct 0.2

create_clock -name clk0 -period $clk_period [get_ports {clk}]

set non_clock_inputs [all_inputs -no_clocks]
set_input_delay [expr $clk_period * $clk_io_pct] -clock clk0 $non_clock_inputs
set_output_delay [expr $clk_period * $clk_io_pct] -clock clk0 [all_outputs]
==> PnR_summary.wiki <==
== Implementation results ==
{| class="wikitable"
! Metric !! Value
|-
| Number of cells in the design after placement || approximately 140
|-
| Clock root buffer || sky130_fd_sc_hd__clkbuf_8
|-
| Tool warnings || 25
|-
| Final Instance Count excl. Fillers || 152
|-
| Worst relative slew slack || 0.9575
|-
| Shortest period the worst path allows || ~0.95 ns
|-
| Top register by number of flip-flops || q
|-
| Endpoint kind of the worst setup timing path || primary output
|-
| Wire length after detailed routing || 1934 um
|-
| Max capacitance violation total || 0
|-
| Area of the placeable core || about 3700 sq um
|-
| Delay of the slowest cell on the worst path || 0.31 ns
|-
| Power density relative to cell area || 1997 nW/um^2
|-
| Critical path startpoint category || flop
|-
| Number of instances in the synthesized netlist || 32
|-
| Synthesis area per yosys || between 600 and 700 sq um
|-
| Leading registers by flop count || q: 32 flops
|-
| Count of nets left with antenna violations after detail routing || 0
|-
| Data arrival time of the worst path || roughly 0.75 ns
|-
| Post-detailed-route wirelength per cell || around 13 um
|-
| Area added between synthesis and finish || 123.6%
|-
| Post-synthesis cell type with the largest combined area || sky130_fd_sc_hd__dfxtp_1
|-
| Fraction of power spent switching nets || 0.1617
|-
| Post-synthesis instance area || roughly 640 sq um
|-
| Synthesized area per cell || roughly 20 sq um
|-
| Crit path kind || flop to primary output
|-
| Clock Tree Buf Depth || 2
|-
| Ys Warns || 0
|-
| Floorplan die area || between 6000 and 7000 sq um
|-
| Final-layout setup total negative slack || 0 ns
|-
| LEAKAGE || roughly 0.6 nW
|-
| Number of buffers and inverters on the critical path || 1
|-
| Reg power frac || 0.477
|-
| Cell with the biggest individual delay on the critical path || sky130_fd_sc_hd__dfxtp_1
|-
| Measured slew at the worst slew-check pin || about 0.064 ns
|-
| Final Cycle Share || 0.9530
|-
| Max VDD drop || 0.7652 mV
|-
| Comb power frac || 0.069
|-
| Worst path setup slack after routing || approximately 0.047 ns
|-
| Internal power || between 0.002 and 0.0025 W
|-
| Number of flip-flops under the largest register name || 32
|-
| Antenna violations before repair || 0
|-
| Count of input and output buffers || 64
|-
| Max-area cell share || 1.000
|-
| Initial DRC Count || 7
|-
| Cell area after placement || ~1300 sq um
|-
| TritonCTS clock tree || built
|-
| Yosys cell count || 32
|-
| Cell Chain, Critical Path || clkdlybuf4s15_1
|-
| Placer's final routability congestion estimate || around 0.76
|-
| Wire length of the first global-routing pass || about 2800 um
|-
| Number of iterations in the first detailed-routing pass || 2
|-
| Area of all placed cells without fillers || 1433 sq um
|-
| Site Rows || 22
|-
| Level count of the clock H-tree || 2
|-
| Num ports || ~65
|-
| Path type of the worst min-delay path || primary input to flop
|-
| Reported net switching power || between 0.0004 and 0.0005 W
|-
| Height of the die || a little over 80 um
|-
| Biggest fanout along the worst timing path || 1
|-
| DP Worst Slack || 0.02967 ns
|-
| Max Transition Viols Final || 0
|-
| Total number of clock tree sinks || 32
|-
| DRC violations left || 0
|-
| Total congestion overflow || 0
|-
| Maximum number of pins on one net before global-route repair || 11
|-
| Fillcell total || 353
|-
| Setup repair after global routing missed its margin || no
|-
| Vias in the first global route || around 540
|-
| Antenna cell count || 0
|-
| Fraction of power consumed by the clock network || 0.454
|-
| Top logic cell by instance count in the layout || sky130_fd_sc_hd__clkdlybuf4s50_1
|-
| Post-synthesis sequential element count || 32
|-
| Cell family with the largest share of critical-path delay || flip-flops
|-
| Post-synthesis cell type count || 1
|-
| Max Clk Rate || between 1000 and 1500 MHz
|-
| Clock-pin slew of the registers on the worst-case setup and hold paths || about 0.06 ns
|-
| Pre-placement core utilization || 0.1737
|-
| Final-report hold violation count || 0
|-
| Finish-stage setup viols || 0
|-
| Total via count in the routed design || approximately 500
|-
| Share of cells above drive strength 1 || 0.2885
|-
| Dominant logic cell types in the final layout || sky130_fd_sc_hd__clkdlybuf4s50_1, sky130_fd_sc_hd__clkdlybuf4s15_1, sky130_fd_sc_hd__dfxtp_1, sky130_fd_sc_hd__dfxtp_2, sky130_fd_sc_hd__clkbuf_2
|-
| Outcome || finished clean
|-
| Data required time of the critical path || 0.80 ns
|-
| Multi-input comb cells || 0
|-
| PnR Total Power || ~0.0029 W
|-
| Comb gate area || 0 sq um
|-
| Register cell area after layout || approximately 660 sq um
|-
| Aggregate global-route resource usage || 0.05604
|-
| Top cells by area || sky130_fd_sc_hd__dfxtp_1
|-
| Post-synth seq share || 1.000
|-
| Clock buffers created by TritonCTS || 5
|-
| Die Span X || 82 um
|-
| Average via count per standard cell || 3.276
|}
-- cell families (layout without fill, tap and decap cells) --
kind of cell	Yosys count	count (layout)	synth area share
flops	32	32	1.000
buf+inv	0	72	0
-- worst paths after layout --
| kind | startpoint | to | slack (ns) | cells after the start |
|---|---|---|---|---|
| worst max-delay path | q[4] | q[4] | 0.05 | 1 |
| worst min-delay path | D[22] | q[22] | 0.36 | 1 |
-- power groups by stage --
stage / Combinational [W] / Sequential, W / Clock, W
after CTS: 0.000216 / 0.00136 / 0.00136
after global routing: 0.000216 / 0.00137 / 0.00143
final: 0.000198 / 0.00136 / 0.00130
-- metrics by stage --
step	hold WS, ns	util
after floorplan	0.2277	-
after global placement	0.6512	0.3636
after detailed placement	0.6517	0.3636
after CTS	0.3488	0.3982
after global routing	0.3353	0.3884
final	0.3582	0.3884
-- synthesized netlist by cell type, drive strengths merged --
cell   count
dfxtp     32
-- routing by layer --
layer / track usage / share of wire / vias to the layer above / wire (um)
met1: 0.05509 / 0.32 / 213 / 624
met4: 0.01361 / 0.016 / 0 / 31
met2: 0.08072 / 0.45 / 43 / 863
li1: - / - / 238 / -
met3: 0.05837 / 0.21 / 4 / 414
met5: 0 / 0 / - / 0
-- area by class of cell --
type / count / share of cell area
Clock buffer: 7 / 0.06725
Tap cell: 48 / 0.04192
Clock inverter: 1 / 0.02096
Sequential cell: 32 / 0.4576
Timing Repair Buffer: 64 / 0.4122
-- repair_timing --
item                       4_1_cts  5_1_grt
gates resized                   65       21
pin swaps                        0        0
hold endpoints to repair         0        0
hold buffers                     0        0
buffers inserted                 0        0
setup endpoints to repair       32       17
Power is estimated from default activity; no workload was simulated.
